--- flow/run.sh ---
#!/bin/bash
# OpenROAD 26Q1-2900-gdf79404cd8, Yosys 0.63+post, stock flow scripts
make -C /OpenROAD-flow-scripts/flow DESIGN_CONFIG=/design/flow/config.mk WORK_HOME=/design/flow/orfs finish
--- flow/config.mk ---
export PLATFORM = sky130hd
export DESIGN_NAME = data_in_reg
export DESIGN_NICKNAME = data_in_reg
export VERILOG_FILES = /design/flow/design.v
export SDC_FILE = /design/flow/constraint.sdc
export NUM_CORES = 4
export LEC_CHECK = 1
export CORE_UTILIZATION = 30
--- flow/constraint.sdc ---
current_design data_in_reg

set clk_period 4.7
set clk_io_pct 0.2

create_clock -name clk0 -period $clk_period [get_ports {clk}]

set non_clock_inputs [all_inputs -no_clocks]
set_input_delay [expr $clk_period * $clk_io_pct] -clock clk0 $non_clock_inputs
set_output_delay [expr $clk_period * $clk_io_pct] -clock clk0 [all_outputs]
--- flow/design.v ---
module data_in_reg(
    input clk,
    input rst,
    input data_in_enable,
    input [7:0] data_in,
    input [1:0] byte_sel,
    input [1:0] in_sel,
    output reg [31:0] sram_trunc_out,
    output reg [4:0] trunc_sel_out,
    output reg [9:0] sram_priv_out,
    output reg [9:0] word_sel_out
);
    always @(posedge clk) begin
        if(rst) begin 
            sram_trunc_out <= 0;
            trunc_sel_out <= 0;
            sram_priv_out <= 0;            
            word_sel_out <= 0;            
        end       
        else if(data_in_enable) begin
            case (in_sel)
                2'b00: 
                    case (byte_sel)
                        2'b00: sram_trunc_out[7:0] <= data_in;
                        2'b01: sram_trunc_out[15:8] <= data_in;
                        2'b10: sram_trunc_out[23:16] <= data_in;
                        2'b11: sram_trunc_out[31:24] <= data_in;
                    endcase    
                2'b01: trunc_sel_out <= data_in[5:0];
                2'b10: 
                    case (byte_sel)
                        2'b00: sram_priv_out[7:0] <= data_in;
                        2'b01: sram_priv_out[9:8] <= data_in[1:0];
                    endcase
                2'b11: 
                    case (byte_sel)
                        2'b00: word_sel_out[7:0] <= data_in;
                        2'b01: word_sel_out[9:8] <= data_in[1:0];
                    endcase
            endcase
        end
    end
endmodule
==> results.cfg <==
; synthesis and place-and-route metrics
[outcome]
status = finished, final reports clean

[clock_network]
cts_htree_levels = 3
cts.root.buffer_cell = clkbuf_8
clock_latency_ns = 0.32
numCtsBuffers = 9
cts_num_sinks = 57
ctsResizeCount = 0
clk_path_buf_depth = 2
cts_hold_buf = 0
post_cts_buffers = 0
clkTransAtPathRegs_ns = 0.06
cts_tree = built

[pwr]
power.density_nw_per_um2 = 311
ir_worst_vdd_mv = 0.161
leakagePower_nw = 1.45

[sta]
slew_viol_final = 0
rsz0062_at_grt = no
setup_viol_count_final = 0
hold_violations = 0
period_minus_slack_ns = 2.41
finClkSkew_ns = 0
slew_headroom = 0.640
finalSetupTns_ns = 0
min_period_over_period = 0.512
fmax_mhz = 416
setup_ws_ns = 2.29
tightest_slew_ns = 0.538

[floorplan]
initial_core_util = 0.312
chip_area_um2 = 7880
die_x_um = 88.8
row_count = 31
chipHeight_um = 88.8
ios = 72
core_um2 = 7250

[setup_path]
slowest_delay_ns = 0.73
start_kind = input pin
rr_worst_depth = 2
endpoint_kind = flop
slowest_stage = clkdlybuf4s50_1
cp_data_required_time_ns = 4.89
worst-setup-path-type = input pin to flop
worst-path-stages = 4
crit_family = buffers and inverters
crit_arrival_ns = 2.60
path_cells = clkdlybuf4s50_1 > buf_4 > nand2b_1 > mux2i_1
crit_fanout = 49
rrSetupSlack_ns = 4.08
critPathBufInv = 2

[route]
ant_nets = 0
dr_wl_met3_um = 302
wl_met1_mm = 2.49
wl_per_cell_um = 13.7
drc = 0
drt_iter0_drc = 55
n_antenna_cell = 0
wl_met2_mm = 2.36
dr.pass1.iters = 4
vias = 1649
wirelength_mm = 5.19
via_per_inst = 4.35
dr.max_layer_used = met4

[finish]
layout-drive-gt1-share = 0.0714
design_area_um2 = 3250
syn_to_final_growth_pct = 43.7
final_util = 0.448
final_cells = 379

[global_routing]
grt_pass1_wl_mm = 8.09
antenna_found_initial = 0
grt_overflow = 0
grt_use_total = 0.142
grt_pass1_vias = 1598
grt_max_degree = 50

[place]
place_inst = 364
hpwl_mm = 3.54
gp_congestion = 0.802
dpl_cell_area_um2 = 3050
io_buffer_count = 71
pre_cts_ws_ns = 1.88

[run]
cap_violations = 0
warnings = 25

[synth]
ys.flops = 57
synthArstFlopShare = 0
ys_area_um2 = 2260
common_cells = 60 x nand2b_1, 57 x dfxtp_1, 57 x mux2i_1
top_area_cell = dfxtp_1
netlist_area_um2 = 2260
yosys.area.top_type_share = 0.505
ys_seq_frac = 0.505
synth-edff-count = 0
syn_area_per_cell_um2 = 11.1
post-synth-top-count-cell = nand2b_1
synth_cells = 204
synthTopCellsByArea = dfxtp_1 50%, mux2i_1 25%, nand2b_1 17%
flop_cell = dfxtp_1
synth.distinct_cells = 17
ys_cells = 204
yosys_warnings = 1

[min_path]
worstHoldPathType = flop to flop
worstHoldPathCells = 2
## cells by family (layout without fill, tap and decap cells)
group,Yosys count,in the layout,synth area share
buf+inv,11,87,0.0216
flops,57,57,0.505
mux,57,57,0.252
simple gates,79,79,0.221
## cell usage in the layout (no fill, tap or decap), types with 2 or more instances in the layout
| master | n |
|---|---|
| nand3b_1 | 2 |
| nand2b_1 | 60 |
| dfxtp_1 | 57 |
| clkinv_2 | 2 |
| nor2_1 | 6 |
| clkdlybuf4s50_1 | 71 |
| mux2i_1 | 57 |
| clkbuf_8 | 11 |
| nand2_2 | 3 |
## power by group
| part | leakage, nW | switching, W | total [W] | internal (W) |
|---|---|---|---|---|
| combinational | 0.892 | 0.0000281 | 0.0000677 | 0.0000396 |
| clock | 0.102 | 0.000180 | 0.000449 | 0.000269 |
| sequential | 0.460 | 0.00000399 | 0.000494 | 0.000490 |
| total | 1.45 | 0.000212 | 0.00101 | 0.000799 |
## metrics by stage
step	power, W	hold WS [ns]
2_1_floorplan	0.000537	0.434
5_1_grt	0.00106	0.500
6_report	0.00101	0.474
4_1_cts	0.00103	0.478
3_3_place_gp	0.000574	0.466
3_5_place_dp	0.000574	0.466
## area by class of cell
cell class | instances | area, um2
Fill cell | 702 | 4010
Tap cell | 99 | 124
Timing Repair Buffer | 72 | 718
Clock inverter | 3 | 40.0
Multi-Input combinational cell | 136 | 1070
Sequential cell | 57 | 1140
Clock buffer | 12 | 155
## metal layers
| metal | vias to the layer above | GRT usage |
|---|---|---|
| met3 | 4 | 0.0426 |
| met5 | - | 0 |
| met2 | 44 | 0.222 |
| met1 | 776 | 0.207 |
| met4 | 0 | 0.0132 |
| li1 | 825 | - |
## state kept, by name, summed over array words and instances (netlist names)
register	flops
word_sel_out	10
sram_trunc_out	32
trunc_sel_out	5
sram_priv_out	10
## path summary, 6_finish.rpt
path                       from                  to
min           sram_trunc_out[7]   sram_trunc_out[7]
min reg2reg   sram_trunc_out[7]   sram_trunc_out[7]
max reg2reg  sram_trunc_out[19]  sram_trunc_out[19]
max                         rst  sram_trunc_out[24]
## worst register-to-register path, cell delays in order, from the launching register on
cell,delay [ns]
dfxtp_1,0.36
nand2b_1,0.07
mux2i_1,0.12
No activity file was given, so power comes from the tool's default toggle rates.
