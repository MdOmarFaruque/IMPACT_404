[./design.v]
module BankWordDecoder(
    input [9:0] sel,
    input WL_enable,
    output reg [1023:0] address
);
    integer i;
    integer k;
    reg [1023:0] address_tmp;
	always @(*) begin
        for(i=0; i<1024; i=i+1) begin
            address_tmp[i] <= (sel==i)?1'b1:1'b0;
        end
    end
    always @(address_tmp, WL_enable) begin
        for(k=0; k<1024; k=k+1) begin
            address[k] <= address_tmp[k] & WL_enable;
        end
    end
endmodule
[./run.sh]
#!/bin/bash
# OpenROAD 26Q1-2900-gdf79404cd8, Yosys 0.63+post, stock flow scripts
make -C /OpenROAD-flow-scripts/flow DESIGN_CONFIG=/design/flow/config.mk WORK_HOME=/design/flow/orfs finish
[./config.mk]
export PLATFORM = sky130hd
export DESIGN_NAME = BankWordDecoder
export DESIGN_NICKNAME = BankWordDecoder
export VERILOG_FILES = /design/flow/design.v
export SDC_FILE = /design/flow/constraint.sdc
export NUM_CORES = 4
export LEC_CHECK = 1
export CORE_AREA = 10 10 399 399
export DIE_AREA = 0 0 409 409
[./constraint.sdc]
current_design BankWordDecoder

set clk_period 16.2
set clk_io_pct 0.2

create_clock -name clk0 -period $clk_period

set non_clock_inputs [all_inputs -no_clocks]
set_input_delay [expr $clk_period * $clk_io_pct] -clock clk0 $non_clock_inputs
set_output_delay [expr $clk_period * $clk_io_pct] -clock clk0 [all_outputs]
==> run_results.csv <==
group,metric,value,unit
yosys,aoi_share,0,
clock_tree,cts_resized,0,
layout,nClkBuffers,0,
die,initial_core_util,0.05464,
yosys,ys_cells,1403,
routing,first_iter_violations,1578,
die,io_pins,1035,
die,die_area,167300,um2
die,core,150100,um2
layout,flops,0,
yosys,topCellsByArea,"nor3_1, nor3_2, buf_1",
yosys,syn_avg_cell_area,5.847,um2
die,fp.dieH,409,um
clock_tree,postCtsSetupBuffers,0,
routing,drtAntennaViolNets,0,
yosys,netlist_area,8203,um2
layout,combGateArea,6805,um2
routing,diodes,0,
timing,worstMarginPinSlew,0.8396,ns
grt,grt_util_all_layers,0.09892,
place,post_dp_cell_area,20240,um2
layout,final_util,0.1348,
layout,drive_gt1_frac,0.1433,
timing,min_period_over_period,0.6265,
min_path,holdPathStages,4,
yosys,synth.distinct_cells,16,
timing,slew_viol_final,0,
job,warning_count,38,
grt,antenna_found_initial,3,
timing,setup_tns,0,ns
die,die_x,409,um
critical_path,start_kind,"input pin",
run_status,status,"finished clean",
grt,grt_start_max_net_pins,145,
timing,rsz0062_at_grt,"no",
yosys,xor_area_frac,0,
yosys,yosysSeqAreaShare,0,
die,rows,142,
routing,routed_wl,89900,um
yosys,mux_share,0,
critical_path,crit_fanout,71,
grt,grt_pass1_wl,119200,um
yosys,synth_top_cell_by_area,"nor3_1",
timing,setup_viol,0,
routing,drcViolationCount,0,
grt,first_global_vias,13840,
pwr,vdd_drop_max,0.000009146,V
critical_path,crit_required,12.96,ns
routing,num_vias,14730,
yosys,top_logic_kind,"simple AND/OR/NAND/NOR gates",
critical_path,endpoint_kind,"output pin",
place,portBuffers,1035,
place,place.detailed.hpwl,66620,um
critical_path,crit_type,"in2out",
timing,slew_headroom,0.4402,
yosys,synthCells,1403,
pwr,power.density,6.679,nW/um2
critical_path,critPathArrivalTime,6.91,ns
clock_tree,ctsHoldBuffers,0,
job,maxCapViolations,0,
place,gp_congestion,0.7595,
layout,fillers,17120,
yosys,adder_share,0,
timing,min_period,10.15,ns
routing,routedWlPerCell,21.51,um
grt,grt_overflow,0,
timing,max_freq,98.53,MHz
layout,regArea,0,um2
yosys,simple_gate_area_frac,0.8008,
layout,syn2layout_area_growth,146.7,%
yosys,yosysChipArea,8203,um2
routing,dr.pass1.iters,8,
timing,hold_violations,0,
pwr,leakagePower,4.090,nW
routing,viasPerCell,3.525,
layout,stdcell_area,20240,um2
min_path,worstHoldPathType,"in2out",
yosys,yosysWarnings,1,
yosys,top_cell_area_share,0.4918,
==> stage by stage <==
step / instances / setup WS, ns / hold WS, ns / total power, mW
floorplan: 1403 / 8.716 / 6.747 / 0.08093
finish: 4179 / 6.050 / 7.936 / 0.1352
global route: 4179 / 5.911 / 8.038 / 0.1415
detailed placement: 4179 / 6.076 / 8.003 / 0.1359
CTS: 4179 / 6.070 / 8.004 / 0.1361
global placement: 4179 / 6.116 / 8.003 / 0.1346
==> path summary, 6_finish.rpt <==
path | start | end
max | sel[9] | address[1003]
min | sel[8] | address[994]
==> layer usage <==
layer | GRT usage | vias to the layer above | part of all wire
met5 | 0 | - | 0
met4 | 0.01861 | 0 | 0.019
met3 | 0.02525 | 124 | 0.089
met2 | 0.1907 | 976 | 0.54
met1 | 0.1074 | 7081 | 0.35
li1 | - | 6550 | -
==> critical path: stages <==
cell	delay, ns
clkdlybuf4s50_1	0.63
nand3_4	0.52
buf_4	0.65
buf_4	0.73
buf_4	0.43
nor3_1	0.11
clkdlybuf4s50_1	0.49
==> cells in the mapped netlist (2+ instances only) <==
cell / n
nand4bb_1: 12
nor3_1: 806
nor3_2: 218
nand4_1: 2
or4_4: 2
or4b_1: 7
clkbuf_1: 71
buf_2: 100
buf_6: 29
nand3b_1: 2
nand4b_1: 8
buf_1: 142
==> area by class of cell <==
cell class | instances | area share
Timing Repair Buffer | 1103 | 0.5390
Multi-Input combinational cell | 1060 | 0.3363
Tap cell | 2016 | 0.1247
==> cells by family (layout without fill, tap and decap cells) <==
kind of cell | count (synthesis) | in the layout
and+or+nand+nor | 1060 | 1060
buffers and inverters | 343 | 1103
==> cell usage in the layout, fill, tap and decap left out <==
cell type and count:
buf_12 3, buf_4 65, clkdlybuf4s50_1 1035, nand3_4 1, nand3b_1 2, nand4_1 2
nand4b_1 8, nand4bb_4 12, nor3_1 806, nor3_2 218, or3b_4 1, or4_4 2
or4b_4 8
==> report_power, final <==
part           total (mW)  switching, mW  internal (mW)
Sequential              0              0              0
Combinational       0.135          0.115         0.0204
Clock                   0              0              0
Total               0.135          0.115         0.0204
Power and IR drop assume default switching activity.
