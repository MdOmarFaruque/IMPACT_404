$ cat design/flow/config.mk
export PLATFORM = sky130hd
export DESIGN_NAME = Trunk_Decoder
export DESIGN_NICKNAME = Trunk_Decoder
export VERILOG_FILES = /design/flow/design.v
export SDC_FILE = /design/flow/constraint.sdc
export NUM_CORES = 4
export LEC_CHECK = 1
export CORE_AREA = 10 10 71 71
export DIE_AREA = 0 0 81 81
$ cat design/flow/run.sh
#!/bin/bash
# OpenROAD 26Q1-2900-gdf79404cd8, Yosys 0.63+post, stock flow scripts
make -C /OpenROAD-flow-scripts/flow DESIGN_CONFIG=/design/flow/config.mk WORK_HOME=/design/flow/orfs finish
$ cat design/flow/constraint.sdc
current_design Trunk_Decoder

set clk_period 2.3
set clk_io_pct 0.2

create_clock -name clk0 -period $clk_period

set non_clock_inputs [all_inputs -no_clocks]
set_input_delay [expr $clk_period * $clk_io_pct] -clock clk0 $non_clock_inputs
set_output_delay [expr $clk_period * $clk_io_pct] -clock clk0 [all_outputs]
$ cat design/flow/design.v
module Trunk_Decoder(
    input Byte_mode,
    input [4:0] sel,
    input Trunk_enable,
    output reg [31:0] address
);
    integer i;
    integer k;
    reg [31:0] address_tmp;
    reg [31:0] address_byte;
   always @(address_tmp, address_byte, Trunk_enable) begin
        for(k=0; k<32; k=k+1) begin
            if (Byte_mode)
                address[k] <= address_tmp[k] & Trunk_enable;       
            else
                address[k] <= address_byte[k] & Trunk_enable; 
        end
    end
    always @(*) begin
        case (sel)
        0: address_byte <= 32'b00000001_00000001_00000001_00000001;
        1: address_byte <= 32'b00000010_00000010_00000010_00000010;
        2: address_byte <= 32'b00000100_00000100_00000100_00000100;
        3: address_byte <= 32'b00001000_00001000_00001000_00001000;
        4: address_byte <= 32'b00010000_00010000_00010000_00010000;
        5: address_byte <= 32'b00100000_00100000_00100000_00100000;
        6: address_byte <= 32'b01000000_01000000_01000000_01000000;
        7: address_byte <= 32'b10000000_10000000_10000000_10000000;
        default : address_byte <= 32'b00000000_00000000_0000000_0000000;
        endcase
    end
    always @(*) begin
        for(i=0; i<32; i=i+1) begin
            address_tmp[i] <= (sel==i)?1'b1:1'b0;
        end
    end
endmodule
==> run summary <==
run results: run status completed, number of I/O pins 39, count of warning messages emitted by the tools 34, crit path max fanout 8, HPWL after detailed placement roughly 1600 µm, Layout Utilization 0.267, Peak supply drop roughly 0.066 mV, power per cell area approximately 110 nW/µm², crit path launch type primary input, number of distinct library cells after synthesis 14, initial antenna violation count 0, number of iterations in the first detailed-routing pass 4, Placer Congestion ~0.80, number of standard cells reported by yosys roughly 52, via-per-instance ratio between 3 and 4, WP data arrival 1800 ps, final setup vio count 0, fill count 394, number of max-cap violations 0, cell leakage power 0.000432 µW, portion of synthesized cell area occupied by the leading cell type 0.320, sequential fraction of the synthesis area 0, worst setup path class in2out, row count 22, leading cell types by total area after synthesis sky130_fd_sc_hd__nor4_1 32%, sky130_fd_sc_hd__a211oi_1 19%, sky130_fd_sc_hd__nor2_1 9.6%, sky130_fd_sc_hd__nand2b_1 6.0%, sky130_fd_sc_hd__xor2_1 5.6%, Post-Synthesis Mean Instance Area about 6.0 µm², initial cell density of the core 0.0861, yosys warns 1, Detail Route Antenna Nets 0, Worst slew margin 0.700, vias after detailed routing roughly 600, IO buf count 39, number of sequential cells in the layout 0, most area-hungry cell type in the Yosys netlist sky130_fd_sc_hd__nor4_1, GR Util All Layers 0.0611, summed instance area of the synthesized netlist about 310 µm², combined flip-flop and latch cell area 0 µm², element type at the critical path end primary output, highest clock frequency the design can meet between 400 and 500 MHz, maximum number of pins on one net before global-route repair 13, Die X-Extent slightly above 80 µm, area added between synthesis and finish 210%, Die Outline Area between 6000 and 7000 µm², global-route wire length before repair around 3200 µm, Final period util 0.982, min Tclk post-route approximately 2300 ps, Hold Vio Cnt, Final 0, CLK BUF 0, DP Worst Slack -452 ps, setup slack after layout around 42 ps, antenna diode instance count 0, routed len/inst 13.6 µm, setup repair after global routing missed its margin true, WP data required between 1500 and 2000 ps, drt initial violations 2, Pins Over Slew Limit 0, floorplan die height 81 µm, placeable core region roughly 3600 µm², DRC violations left 0, wire length reported by the detailed router approximately 2000 µm, actual transition at the worst max-transition pin approximately 450 ps, layout cells sized above 1 0.544, classification of the worst-slack hold path in2out, vias in the first global route between 600 and 700, area reported by Yosys stat between 300 and 400 µm², cell count after synthesis roughly 52, gr ovfl total 0
-- layout by cell type (no fill, tap or decap) --
cell | synthesis | layout
sky130_fd_sc_hd__dlygate4sd2_1 | 0 | 11
sky130_fd_sc_hd__or3_4 | 0 | 1
sky130_fd_sc_hd__a211oi_2 | 0 | 6
sky130_fd_sc_hd__nand2b_4 | 0 | 2
sky130_fd_sc_hd__nand2b_1 | 3 | 1
sky130_fd_sc_hd__or2_4 | 0 | 1
sky130_fd_sc_hd__clkbuf_2 | 0 | 5
sky130_fd_sc_hd__nand4bb_1 | 1 | 1
sky130_fd_sc_hd__clkdlybuf4s50_1 | 0 | 13
sky130_fd_sc_hd__dlymetal6s2s_1 | 0 | 4
sky130_fd_sc_hd__xor2_2 | 0 | 2
sky130_fd_sc_hd__nand3_1 | 1 | 1
sky130_fd_sc_hd__buf_2 | 2 | 4
sky130_fd_sc_hd__clkdlybuf4s15_1 | 0 | 1
sky130_fd_sc_hd__buf_6 | 0 | 2
sky130_fd_sc_hd__nor2_1 | 8 | 6
sky130_fd_sc_hd__or4b_4 | 0 | 1
sky130_fd_sc_hd__a211oi_1 | 8 | 2
sky130_fd_sc_hd__nor2_2 | 0 | 2
sky130_fd_sc_hd__buf_4 | 2 | 18
sky130_fd_sc_hd__nor4_2 | 0 | 9
sky130_fd_sc_hd__nand2_2 | 0 | 2
sky130_fd_sc_hd__clkdlybuf4s15_2 | 0 | 1
sky130_fd_sc_hd__nor4_1 | 16 | 7
-- metal layers --
metal  up-vias  share of wire  GRT usage
met2        20           0.44     0.0955
met4         0              0          0
li1        306              -          -
met5         -              0          0
met3         0           0.10     0.0267
met1       266           0.46     0.0814
-- through the flow --
stage / hold slack (ps) / total power [µW] / std cells / cell area, µm² / TNS (ps)
2_1_floorplan: 1030 / 36.5 / 52 / 313 / 0
5_1_grt: 1400 / 115 / 151 / 971 / -113
4_1_cts: 1510 / 97.0 / 148 / 918 / -2.21
3_3_place_gp: 2010 / 78.8 / 141 / 798 / -8800
3_5_place_dp: 2010 / 79.9 / 141 / 798 / -9460
6_report: 1360 / 106 / 151 / 971 / 0
-- layout make-up --
type                       instances  area [µm²]  share of cell area
tap                               48        60.1              0.0619
multi-input combinational         44         410               0.423
timing repair buffer              59         500               0.515
-- synthesized netlist by cell type (all sizes together) --
cell and count:
or3 1, nor4 16, nand4bb 1, or4b 1
xor2 2, nand2b 3, buf 4, nand2 2
a211oi 8, nor2 8, or2 1, clkbuf 4
nand3 1
-- final timing paths --
| path | from | endpoint | depth (start not counted) |
|---|---|---|---|
| worst max-delay path | Byte_mode | address[14] | 5 |
| worst min-delay path | sel[0] | address[25] | 4 |
-- worst max-delay path: stages --
cell                              delay, ps
sky130_fd_sc_hd__dlygate4sd2_1          260
sky130_fd_sc_hd__buf_4                  160
sky130_fd_sc_hd__xor2_2                 200
sky130_fd_sc_hd__nor4_1                 210
sky130_fd_sc_hd__clkdlybuf4s50_1        510
-- power by group --
part	internal, µW	switching (µW)
Clock	0	0
Combinational	48.2	57.6
Sequential	0	0
-- cells by family after synthesis --
family | Yosys count | share of synthesized area
AOI/OAI and AO/OA | 8 | 0.192
and+or+nand+nor | 34 | 0.624
xor gates and xnor gates | 2 | 0.0560
buffers and inverters | 8 | 0.128
-- timing repair --
action	4_1_cts	5_1_grt
endpoints found under the setup margin	32	18
endpoints found under the hold margin	0	0
hold buffers	0	0
resized	59	21
gates cloned	0	0
buffers inserted	7	3
pin swaps	12	4
Power figures rest on the tool's default switching activity, not on a simulated workload.
